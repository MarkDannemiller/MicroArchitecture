==> config.mk <==
export PLATFORM = sky130hd
export DESIGN_NAME = memDATA
export DESIGN_NICKNAME = memDATA
export VERILOG_FILES = /design/flow/design.v
export SDC_FILE = /design/flow/constraint.sdc
export NUM_CORES = 4
export LEC_CHECK = 1
export CORE_UTILIZATION = 40
==> constraint.sdc <==
current_design memDATA

set clk_period 32.2
set clk_io_pct 0.2

create_clock -name clk0 -period $clk_period [get_ports {clk}]

set non_clock_inputs [all_inputs -no_clocks]
set_input_delay [expr $clk_period * $clk_io_pct] -clock clk0 $non_clock_inputs
set_output_delay [expr $clk_period * $clk_io_pct] -clock clk0 [all_outputs]
==> design.v <==
`timescale 1ns / 1ps
module memDATA(
    input clk,
    input [5:0] addr,
    input MW,
    input [31:0] datain,
    output [31:0] dataout
    );
reg [31:0] memword [63:0];
integer i;
initial
  begin
  for(i=0; i<64; i=i+1)
    memword[i] <= i;					 
  end
always @ (posedge clk)
  begin
    if(MW)
	   memword[addr] <= datain;
  end
assign dataout = memword[addr];
endmodule
==> run.sh <==
#!/bin/bash
# OpenROAD 26Q1-2900-gdf79404cd8, Yosys 0.63+post, stock flow scripts
make -C /OpenROAD-flow-scripts/flow DESIGN_CONFIG=/design/flow/config.mk WORK_HOME=/design/flow/orfs finish
==> reports/qor.log <==
[logic_synthesis] cell count listed in synth_stat.txt 4207
[grt] wire length of the first global-routing pass 308000 um
[clock_tree] Inserted Clock Buffers 207
[placed_design] number of buffers added on ports 71
[status] outcome finished, final reports clean
[worst_setup_path] cell repeated most along the worst path sky130_fd_sc_hd__buf_4
[floorplan] top-level I/O count 72
[route] number of DRC markers after the initial detailed-route iteration 2796
[placed_design] global placement routability congestion 0.895
[worst_setup_path] count of buffering cells on the critical path with inverters included 4
[sta] part of the cycle the worst path needs 0.539
[logic_synthesis] Cells after Synth 4207
[finish] most common library cell in the layout ignoring fill and taps sky130_fd_sc_hd__edfxtp_1
[finish] share of post-route cells with drive strength above 1 0.184
[clock_tree] clock root buffer master sky130_fd_sc_hd__clkbuf_16
[logic_synthesis] sequential cell area fraction in the yosys report 0.786
[logic_synthesis] Async S/R FF share, synth 0
[worst_setup_path] CP max stage cell sky130_fd_sc_hd__or4_1
[route] total DRC errors in the routed layout 0
[clock_tree] TritonCTS sink count 2048
[grt] number of global-route vias before repair 43700
[job] number of warnings in the stage logs 26
[pwr] PwrDens 62.1 nW/um2
[worst_setup_path] critical path's top delay family simple AND/OR/NAND/NOR gates
[worst_setup_path] required time at the endpoint of the critical path 25.76 ns
[grt] total global-route track usage 0.237
[logic_synthesis] count of library flops with an enable pin 2048
[floorplan] Chip Footprint 197000 um2
[finish] Biggest register memword
[placed_design] half-perimeter wire length after detailed placement 120000 um
[logic_synthesis] post-synth area from yosys stat 78300 um2
[grt] maximum number of pins on one net before global-route repair 87
[finish] largest registers in the final layout memword (2048)
[clock_tree] number of buffers on the longest clock path 3
[finish] sequential cell area 61500 um2
[sta] hold violation total from the final report 0
[clock_tree] hold buffer count at cts 0
[sta] final sum of negative setup slack 0 ns
[finish] number of flip-flops under the largest register name 2048
[sta] number of failing setup endpoints in the final timing report 0
[floorplan] width of the die 444 um
[sta] RSZ-0062 raised after global routing false
[worst_setup_path] crit path cell chain buf_8, buf_4, nand2b_2, buf_4, o22ai_1, o21ai_0, or4b_1, or4_1, clkdlybuf4s50_1
[floorplan] Cell Rows 162
[grt] initial antenna violation count 7
[worst_setup_path] type of origin of the critical path input port
[sta] Fmax achieved 57.6 MHz
[finish] FILL cells 16000
[sta] relative max-transition margin 0.296
[clock_tree] Clock Pin Slew Worst Setup and Hold Paths 0.06 ns
[worst_setup_path] type of the worst setup path input port to output port
[grt] total congestion overflow after global routing 0
[pwr] Pleak 28.4 nW
[worst_setup_path] delay contributed by the slowest stage of the critical path 0.65 ns
[finish] Area Growth Syn to Fin 14.0%
[route] drt pass-1 iters 8
[clock_tree] Post-CTS Setup Repair Bufs 0
[worst_setup_path] endpoint class of the critical path output port
[worst_hold_path] min-delay worst type input port to register
[route] wire length per cell after detailed routing 30.1 um
[logic_synthesis] yosys warning tally 1
[logic_synthesis] number of library cell types mapped by synthesis 55
[route] antenna violation net count after detailed routing 0
[clock_tree] CTS resizes 0
[worst_setup_path] CP max FO 43
[logic_synthesis] flip-flop and latch count after synthesis 2048
[finish] highest-count cells in the layout ignoring fill and taps 2048 x sky130_fd_sc_hd__edfxtp_1, 259 x sky130_fd_sc_hd__mux2i_1, 209 x sky130_fd_sc_hd__clkbuf_16
[logic_synthesis] synthesized area per cell 18.6 um2
[worst_setup_path] data arrival at the endpoint of the critical path 10.93 ns
[job] Max Cap Viol 0
[floorplan] Core Area 195000 um2
[route] via count normalized by instance count 5.88
[route] routed vias 41700
[sta] time the worst path needs with I/O delays and setup 17.37 ns
[logic_synthesis] Synth Flop Type sky130_fd_sc_hd__edfxtp_1
[logic_synthesis] post-synthesis instance area 78300 um2
[sta] Worst Tran Pin Value 1.04 ns
[pwr] peak supply drop 51.5 uV
[floorplan] floorplan-stage core utilization 0.402
[pwr] Power Total 5.54 mW
[sta] hold_ws 5.86 ns
[clock_tree] CTS tree yes
[sta] Final Max Tran Viols 0
[finish] Logic cell area 16000 um2
[route] total detailed-routing wirelength 214000 um
[floorplan] Chip Height 444 um
[clock_tree] H-tree level count 4
path summary, 6_finish.rpt:
kind,startpoint,end,slack [ns],depth (start not counted)
setup / recovery,addr[0],dataout[5],14.83,9
hold / removal,datain[26],memword[26][26],5.86,1
cell families after synthesis:
family          synth area share
flops                      0.786
compound gates            0.0873
mux                       0.0819
simple gates              0.0283
buf+inv                   0.0170
cell usage after synthesis, types with 16 or more instances:
cell | n | area share
sky130_fd_sc_hd__and3_1 | 85 | 0.0068
sky130_fd_sc_hd__a222oi_1 | 16 | 0.0020
sky130_fd_sc_hd__nand2_1 | 28 | 0.0013
sky130_fd_sc_hd__mux2i_1 | 259 | 0.033
sky130_fd_sc_hd__nor2_1 | 145 | 0.0070
sky130_fd_sc_hd__a31oi_1 | 43 | 0.0034
sky130_fd_sc_hd__mux2_2 | 147 | 0.021
sky130_fd_sc_hd__nor3_1 | 22 | 0.0014
sky130_fd_sc_hd__buf_1 | 33 | 0.0016
sky130_fd_sc_hd__clkbuf_1 | 168 | 0.0081
sky130_fd_sc_hd__o22ai_1 | 93 | 0.0074
sky130_fd_sc_hd__mux4_2 | 96 | 0.028
sky130_fd_sc_hd__o22a_1 | 70 | 0.0078
sky130_fd_sc_hd__edfxtp_1 | 2048 | 0.79
sky130_fd_sc_hd__a22oi_1 | 188 | 0.018
sky130_fd_sc_hd__a21oi_1 | 121 | 0.0077
sky130_fd_sc_hd__buf_2 | 83 | 0.0053
sky130_fd_sc_hd__a221oi_1 | 175 | 0.020
sky130_fd_sc_hd__a211oi_1 | 17 | 0.0016
sky130_fd_sc_hd__o21ai_0 | 84 | 0.0054
sky130_fd_sc_hd__nand3_1 | 54 | 0.0035
sky130_fd_sc_hd__a22o_1 | 66 | 0.0074
sky130_fd_sc_hd__nand2b_1 | 18 | 0.0014
per-layer routing:
layer	share of wire	global-route usage
met5	0.00066	0.00464
met4	0.032	0.0583
met3	0.17	0.175
met2	0.46	0.341
met1	0.34	0.297
power by group:
part | internal, mW | total (mW) | leakage, nW | switching (mW)
sequential | 2.95 | 2.96 | 18.4 | 0.00364
clock | 1.29 | 2.29 | 3.16 | 1.00
combinational | 0.0931 | 0.292 | 6.80 | 0.199
total | 4.33 | 5.54 | 28.4 | 1.21
per-stage QoR:
stage | area [um2] | util | instances | setup slack (ns)
floorplan | 78300 | - | 4207 | 17.21
global placement | 82800 | 0.425 | 6715 | 14.21
detailed placement | 82800 | 0.425 | 6716 | 14.82
CTS | 89200 | 0.459 | 7094 | 14.78
global route | 89200 | 0.459 | 7094 | 14.60
finish | 89200 | 0.459 | 7095 | 14.83
final cells by class:
| type | count | share of cell area |
|---|---|---|
| diodes | 1 | 0.0000280 |
| clock buffers | 253 | 0.0605 |
| clock inverters | 125 | 0.0120 |
| inverters | 2 | 0.000168 |
| multi-input cells | 1859 | 0.180 |
| flip-flops and latches | 2048 | 0.689 |
| well taps | 2542 | 0.0356 |
| repair buffers | 265 | 0.0228 |
No activity file was given, so power comes from the tool's default toggle rates.
