==> ./design.v <==
module IF_stage(
    input wire clk,                   
    input wire rst,                   
    input wire [31:0] PC,             
    input wire [31:0] BrA,            
    input wire [31:0] RAA,            
    input wire [31:0] JMP,            
    input wire [1:0] BS,              
    input wire PS,                    
    input wire Z,                     
    output wire [31:0] PC_next,       
    output wire [31:0] PC_1,          
    output wire [31:0] instruction    
);
    assign PC_1 = PC + 32'h1;
    instructionMemory inst_mem(
        .addr(PC),                 
        .instruction(instruction)   
    );
    muxC mux_c(
        .PC_1(PC_1),           
        .BrA(BrA),             
        .RAA(RAA),             
        .JMP(JMP),             
        .BS(BS),               
        .PS(PS),               
        .Z(Z),                 
        .out(PC_next)          
    );
endmodule 
module instructionMemory(
    input wire [31:0] addr,         
    output wire [31:0] instruction  
);
    integer i;   
    reg [31:0] memory [0:1023];
    assign instruction = memory[addr[9:0]];   
    initial begin
        for (i = 0; i < 1024; i = i + 1)
            memory[i] = 32'h00000000;
    end
endmodule
module muxC(
    input wire [31:0] PC_1,       
    input wire [31:0] BrA,        
    input wire [31:0] RAA,        
    input wire [31:0] JMP,        
    input wire [1:0] BS,          
    input wire PS,                
    input wire Z,                 
    output wire [31:0] out        
);
    wire BS1 = BS[1];
    wire BS0 = BS[0];
    wire branch_condition = PS ? ~Z : Z;   
    wire [31:0] top_path = (BS0 & branch_condition) ? BrA : PC_1;
    wire [31:0] bottom_path = BS0 ? JMP : RAA;
    assign out = BS1 ? bottom_path : top_path;
endmodule
==> ./run.sh <==
#!/bin/bash
# OpenROAD 26Q1-2900-gdf79404cd8, Yosys 0.63+post, stock flow scripts
make -C /OpenROAD-flow-scripts/flow DESIGN_CONFIG=/design/flow/config.mk WORK_HOME=/design/flow/orfs finish
==> ./config.mk <==
export PLATFORM = sky130hd
export DESIGN_NAME = IF_stage
export DESIGN_NICKNAME = IF_stage
export VERILOG_FILES = /design/flow/design.v
export SDC_FILE = /design/flow/constraint.sdc
export NUM_CORES = 4
export LEC_CHECK = 1
export CORE_AREA = 10 10 124 124
export DIE_AREA = 0 0 134 134
export SYNTH_MEMORY_MAX_BITS = 65536
==> ./constraint.sdc <==
current_design IF_stage

set clk_period 9.0
set clk_io_pct 0.2

create_clock -name clk0 -period $clk_period

set non_clock_inputs [all_inputs -no_clocks]
set_input_delay [expr $clk_period * $clk_io_pct] -clock clk0 $non_clock_inputs
set_output_delay [expr $clk_period * $clk_io_pct] -clock clk0 [all_outputs]
==> metrics.cfg <==
[outcome]
status = finished clean

[yosys]
yosysCellCount = 285
synth.logic.top_family = simple AND/OR/NAND/NOR gates
ys_sh_aoi_pct = 16.0
ys_types = 41
topCellsByArea = buf_4 12%, mux2i_1 11%, xnor2_1 7.2%
yosysTopAreaCell = buf_4
top_cell_area_share_pct = 11.9
synthCells = 285
netlist_area_sq_um = 2080
ys_sh_xor_pct = 13.0
yosys_area_sq_um = 2080
synth_warnings = 1
ys_seq_share_pct = 0
synth.avg_cell_area_sq_um = 7.28
synth-simple-area-share_pct = 33.9
ys_sh_mux_pct = 17.7
ys_sh_adder_pct = 0.603

[cells_and_area]
regArea_sq_um = 0
fin_area_sq_um = 4050
fin_util_pct = 31.9
clock_buffers = 0
flop-count = 0
area_delta_synth_final_pct = 95.0
drive_gt1_share_pct = 7.25
comb_area_sq_um = 1800
fillers = 1334

[route]
insertedDiodeCount = 0
drt_iter0_markers = 142
vias = 2715
vias_per_cell = 4.24
antenna_left = 0
drc_errors = 0
wl_per_cell_um = 18.4
drtPass1Iterations = 6
routed_wl_um = 11800

[timing]
finalHoldViolations = 0
tightest_slew_ns = 0.621
relSlewSlack_pct = 58.5
fin_setup_tns_ns = 0
max_freq_mhz = 160
rsz0062_at_grt = false
setup-violations-final = 0
finalHoldWorstSlack_ns = 4.58
fin_crit_ns = 6.26
slew_viol_final = 0
fin_crit_sh_pct = 69.6

[clock_tree]
cts.repair.resized = 0
post_cts_buffers = 0
cts-hold-fix-buffers = 0

[power_and_ir_drop]
fin_total_pwr_uw = 183
clkPwrFrac_pct = 0
power_density_nw_per_um2 = 45.3
p_sw_uw = 64.3
max-vdd-ir-drop_uv = 13.7
seqPwrFrac_pct = 0
combPwrFrac_pct = 100.0
p_int_uw = 119
p_sw_share_pct = 35.1
leakage_nw = 1.61

[floorplanning]
rows = 41
initCoreUtil_pct = 16.4
core_area_sq_um = 12700
dieArea_sq_um = 18000
pin_count = 230
die_x_um = 134
fp.dieH_um = 134

[job]
warnings = 34
maxCapViolCount = 0

[setup_path]
end_kind = output port
arrival_ns = 4.46
crit_type = in2out
worstPathMaxFanout = 38
cp.required_ns = 7.20
critPathLaunchType = input pin

[worst_hold_path]
hold_class = in2out
min_to = PC_1[31]
min_from = PC[31]
whs_path_depth = 3

[place]
io_buffers = 196
routabilityCongestion = 0.809
placed_area_sq_um = 4050
hpwlAfterDp_um = 10300

[grt]
grt_overflow = 0
antenna_found_initial = 0
grt_pass1_vias = 2820
grt_max_degree = 39
grt_pass1_wl_um = 17200
gr-usage-all-layers_pct = 12.2

==> metrics by stage <==
stage,setup slack (ns),instances
final,2.74,641
after CTS,2.67,641
after detailed placement,2.67,641
after global routing,2.51,641
after floorplan,4.06,316
after global placement,2.68,641
==> cell type report <==
cell class	count	share of cell area (%)
inverters	7	0.649
multi-input cells	260	44.6
well taps	172	5.32
repair buffers	202	49.5
==> synth_stat cells (5+ instances only) <==
cell type  number
nor2_1         26
clkbuf_8        5
nor3_1         14
clkbuf_1        8
xnor2_1        17
buf_4          33
nand4_1        11
mux2_2         13
and3_1         17
nand2_1        14
a21oi_1         6
xor2_1         10
o21ai_0         9
mux2i_1        22
a221o_1        11
nand3_1        14
inv_1           7
==> worst max-delay path: stages <==
cell and delay, ns:
clkdlybuf4s50_1 0.46, buf_4 0.38, inv_1 0.36, buf_4 0.32, nand2_1 0.29, nor2_1 0.08
a211oi_1 0.22, clkdlybuf4s50_1 0.52
==> cells by family (layout without fill, tap and decap cells) <==
family                     Yosys count  after routing
adders and majority gates            1              1
and+or+nand+nor                    117            117
muxes                               35             35
xor gates and xnor gates            29             29
other                                1             32
AOI/OAI and AO/OA                   46             46
buffers and inverters               56            209
==> worst max path at each step <==
stage                 slack [ns]  depth (start not counted)           to   from
after CTS                   2.67                          8  PC_next[10]  BS[1]
after global routing        2.51                          8  PC_next[11]  BS[1]
final                       2.74                          8  PC_next[10]  BS[1]
==> metal layers <==
metal | global-route usage (%) | routed length (um) | up-vias
met5 | 0 | 0 | -
met4 | 0 | 0 | 0
met3 | 3.07 | 999 | 0
met2 | 21.0 | 5740 | 135
met1 | 16.0 | 5080 | 1224
li1 | - | - | 1356
==> power groups by stage <==
stage / Clock [mW] / Sequential, mW / Combinational [mW]
6_report: 0 / 0 / 0.183
5_1_grt: 0 / 0 / 0.199
4_1_cts: 0 / 0 / 0.187
==> cell usage in the layout (no fill, tap or decap) <==
cell type	netlist	routed
or2_2	2	2
nand2_1	14	14
and3_1	17	17
a31oi_1	2	2
xnor2_2	2	2
o31ai_1	1	1
nor3_1	14	14
or3_1	2	2
o21a_1	4	4
inv_1	7	7
mux2i_1	22	22
xor2_1	10	10
xnor2_1	17	17
conb_1	1	32
a211oi_1	4	4
nand4_1	11	11
a21oi_1	6	6
nand3b_1	1	1
a21o_1	1	1
nor4_4	3	3
ha_1	1	1
buf_4	33	6
o21ai_0	9	9
nor3b_1	1	1
buf_2	3	1
and2_1	2	2
nor4_1	3	3
nand4_2	2	2
nand3_1	14	14
o211ai_1	2	2
o22ai_1	4	4
a211oi_2	1	1
nor2_1	26	26
a221o_1	11	11
and4_1	1	1
mux2_2	13	13
a21boi_0	1	1
clkdlybuf4s50_1	0	195
nor3_4	1	1
nand3_4	3	3
Power and IR drop assume default switching activity.
